--- design/flow/constraint.sdc ---
current_design vga_driver_memory_2

set clk_period 4.7
set clk_io_pct 0.2

create_clock -name clk0 -period $clk_period [get_ports {CLOCK_50}]

set non_clock_inputs [all_inputs -no_clocks]
set_input_delay [expr $clk_period * $clk_io_pct] -clock clk0 $non_clock_inputs
set_output_delay [expr $clk_period * $clk_io_pct] -clock clk0 [all_outputs]
--- design/flow/config.mk ---
export PLATFORM = sky130hd
export DESIGN_NAME = vga_driver_memory_2
export DESIGN_NICKNAME = vga_driver_memory_2
export VERILOG_FILES = /design/flow/design.v
export SDC_FILE = /design/flow/constraint.sdc
export NUM_CORES = 4
export LEC_CHECK = 1
export CORE_UTILIZATION = 30
--- design/flow/design.v ---
module debounce_switches(
input clk,
input rst,
input [17:0]SW, 
output [17:0]SW_db
);
debounce db0(clk, rst, SW[0], SW_db[0]);
debounce db1(clk, rst, SW[1], SW_db[1]);
debounce db2(clk, rst, SW[2], SW_db[2]);
debounce db3(clk, rst, SW[3], SW_db[3]);
debounce db4(clk, rst, SW[4], SW_db[4]);
debounce db5(clk, rst, SW[5], SW_db[5]);
debounce db6(clk, rst, SW[6], SW_db[6]);
debounce db7(clk, rst, SW[7], SW_db[7]);
debounce db10(clk, rst, SW[8], SW_db[8]);
debounce db11(clk, rst, SW[9], SW_db[9]);
debounce db12(clk, rst, SW[10], SW_db[10]);
debounce db13(clk, rst, SW[11], SW_db[11]);
debounce db14(clk, rst, SW[12], SW_db[12]);
debounce db15(clk, rst, SW[13], SW_db[13]);
debounce db16(clk, rst, SW[14], SW_db[14]);
debounce db17(clk, rst, SW[15], SW_db[15]);
debounce db18(clk, rst, SW[16], SW_db[16]);
debounce db19(clk, rst, SW[17], SW_db[17]);
endmodule
module debounce (
input clk,
input rst,
input SW, 
output reg SW_db
);
reg [7:0]count;
parameter CALMING_WINDOW = 8'd100;
reg [2:0]S;
reg [2:0]NS;
parameter
	START = 3'd0,
	ONE = 3'd1,
	MAYBE_ONE = 3'd2,
	ZERO = 3'd3,
	MAYBE_ZERO = 3'd4,
	ERROR = 3'b111;
always @(posedge clk or negedge rst)
begin
	if (rst == 1'b0)
		S <= START;
	else
		S <= NS;
end
always @(*)
begin
	case (S)
		START: NS = ZERO;  
		ONE: 
			if (SW == 1'b0)
				NS = MAYBE_ZERO;
			else
				NS = ONE;
		MAYBE_ONE:
			if (SW == 1'b1 && count > 8'd100)
				NS = ONE;
			else if (SW == 1'b1)
				NS = MAYBE_ONE;
			else
				NS = ZERO;
		ZERO:
			if (SW == 1'b1)
				NS = MAYBE_ONE;
			else
				NS = ZERO;
		MAYBE_ZERO:
			if (SW == 1'b0 && count > 8'd100)
				NS = ONE;
			else if (SW == 1'b0)
				NS = MAYBE_ZERO;
			else
				NS = ONE;
		default: NS = ERROR;
	endcase
end
always @(posedge clk or negedge rst)
begin
	if (rst == 1'b0)
		count <= 8'd0;
	else
		case (S)
			START:
			begin
				count <= 8'd0;
			end
			ONE: 
			begin
				count <= 8'd0;
				SW_db <= 1'b1;
			end
			MAYBE_ONE:
			begin
				count <= count + 1'b1;
				SW_db <= 1'b0;
			end
			ZERO:
			begin
				count <= 8'd0;				
				SW_db <= 1'b0;
			end
			MAYBE_ZERO:
			begin
				count <= count + 1'b1;
				SW_db <= 1'b1;
			end
		endcase
end
endmodule
module vga_driver(
input clk,
input rst,
output reg vga_clk,
output reg hsync,  
output reg vsync,  
output reg active_pixels,  
output reg frame_done,  
output reg [9:0]xPixel,  
output reg [9:0]yPixel,  
output reg VGA_BLANK_N,	 
output reg VGA_SYNC_N		 
);
parameter HA_END = 10'd639;            
parameter HS_STA = HA_END + 16;    
parameter HS_END = HS_STA + 96;    
parameter WIDTH   = 10'd799;            
parameter VA_END = 10'd479;            
parameter VS_STA = VA_END + 10;    
parameter VS_END = VS_STA + 2;     
parameter HEIGHT = 10'd524;            
always @(*)
begin 
	hsync = ~((xPixel >= HS_STA) && (xPixel < HS_END));
	vsync = ~((yPixel >= VS_STA) && (yPixel < VS_END));
	active_pixels = (xPixel <= HA_END && yPixel <= VA_END);
	frame_done = (xPixel >= HA_END && yPixel >= VA_END);
	VGA_BLANK_N = active_pixels;
	VGA_SYNC_N = 1'b1;
end
always @(posedge clk or negedge rst)
begin
	if (rst == 1'b0)
	begin
		vga_clk <= 1'b0;
		xPixel <= 10'd0;
		yPixel <= 10'd0;
	end
	else
	begin
		vga_clk = ~vga_clk;  
		if (vga_clk == 1'b1)
			if(xPixel == WIDTH)
			begin
				xPixel <= 10'd0;
				if(yPixel == HEIGHT)
				begin
					yPixel<=10'd0;
				end
				else
				begin
					yPixel <= yPixel+1'b1;
				end
			end
			else
			begin
				xPixel <= xPixel+1'b1;
			end
		end
end
endmodule
module vga_driver_memory_2	(
	input 		          		CLOCK_50,
	output		     [6:0]		HEX0,
	output		     [6:0]		HEX1,
	output		     [6:0]		HEX2,
	output		     [6:0]		HEX3,
	input 		     [3:0]		KEY,
	output		     [9:0]		LEDR,
	input 		     [9:0]		SW,
	output		          		VGA_BLANK_N,
	output reg	     [7:0]		VGA_B,
	output		          		VGA_CLK,
	output reg	     [7:0]		VGA_G,
	output		          		VGA_HS,
	output reg	     [7:0]		VGA_R,
	output		          		VGA_SYNC_N,
	output		          		VGA_VS
);
	assign	HEX0		=	7'h00;
	assign	HEX1		=	7'h00;
	assign	HEX2		=	7'h00;
	assign	HEX3		=	7'h00;
wire clk;
wire rst;
assign clk = CLOCK_50;
assign rst = KEY[0];
wire [17:0]SW_db;
debounce_switches db(
.clk(clk),
.rst(rst),
.SW(SW), 
.SW_db(SW_db)
);
wire active_pixels;  
wire frame_done;
wire [9:0]x;  
wire [9:0]y;  
vga_driver the_vga(
.clk(clk),
.rst(rst),
.vga_clk(VGA_CLK),
.hsync(VGA_HS),
.vsync(VGA_VS),
.active_pixels(active_pixels),
.frame_done(frame_done),
.xPixel(x),
.yPixel(y),
.VGA_BLANK_N(VGA_BLANK_N),
.VGA_SYNC_N(VGA_SYNC_N)
);
reg [14:0] frame_buf_mem_address;
reg [23:0] frame_buf_mem_data;
reg frame_buf_mem_wren;
wire [23:0]frame_buf_mem_q;
reg [15:0]i;
reg [7:0]S;
reg [7:0]NS;
parameter 
	START = 8'd0,
	W2M_INIT = 8'd1,  
	W2M_COND = 8'd2,  
	W2M_INC = 8'd3,  
	RFM_INIT = 8'd4,  
	RFM_DRAWING = 8'd5,  
	ERROR = 8'hFF;
parameter LOOP_SIZE = 16'd16;
parameter LOOP_I_SIZE = 16'd4;
parameter WIDTH = 16'd640;
parameter HEIGHT = 16'd480;
parameter PIXELS_IN_WIDTH = WIDTH/LOOP_I_SIZE;  
parameter PIXELS_IN_HEIGHT = HEIGHT/LOOP_I_SIZE;  
always @(*)
	case (S)
		START: NS = W2M_INIT;
		W2M_INIT: NS = W2M_COND;
		W2M_COND:
			if (i < LOOP_SIZE)
				NS = W2M_INC;
			else
				NS = RFM_INIT;
		W2M_INC: NS = W2M_COND;
		RFM_INIT: 
			if (frame_done == 1'b0)
				NS = RFM_DRAWING;
			else	
				NS = RFM_INIT;
		RFM_DRAWING:
			if (frame_done == 1'b1)
				NS = RFM_INIT;
			else
				NS = RFM_DRAWING;
		default:	NS = ERROR;
	endcase
always @(posedge clk or negedge rst)
begin
	if (rst == 1'b0)
	begin
			S <= START;
	end
	else
	begin
			S <= NS;
	end
end
always @(posedge clk or negedge rst)
begin
	if (rst == 1'b0)
	begin
		frame_buf_mem_address <= 14'd0;
		frame_buf_mem_data <= 24'd0;
		frame_buf_mem_wren <= 1'd0;
		i <= 16'd0;
	end
	else
	begin
		case (S)
			START:
			begin
				frame_buf_mem_address <= 14'd0;
				frame_buf_mem_data <= 24'd0;
				frame_buf_mem_wren <= 1'd0;
				i <= 16'd0;
			end
			W2M_INIT:
			begin
				frame_buf_mem_address <= 14'd0;
				frame_buf_mem_data <= 24'd0;
				frame_buf_mem_wren <= 1'd1;
				i <= 16'd0;
			end
			W2M_COND:
			begin
			end
			W2M_INC: 
			begin
				i <= i + 1'b1;
				frame_buf_mem_address <= frame_buf_mem_address + 1'b1;
				frame_buf_mem_data <= {red, green, blue};  
			end
			RFM_INIT: 
			begin
				frame_buf_mem_wren <= 1'd0;  
				if (y < HEIGHT && x < WIDTH)
					frame_buf_mem_address <= (y/PIXELS_IN_HEIGHT) * LOOP_I_SIZE + (x/PIXELS_IN_WIDTH);
			end
			RFM_DRAWING:
			begin
				if (y < HEIGHT && x < WIDTH)
					frame_buf_mem_address <= (y/PIXELS_IN_HEIGHT) * LOOP_I_SIZE + (x/PIXELS_IN_WIDTH);
			end	
		endcase
	end
end
reg [7:0]red;
reg [7:0]green;
reg [7:0]blue;
always @(*)
begin
  if (S == RFM_INIT || S == RFM_DRAWING) begin
      if ((y == 350 && x >= (WIDTH - 300)/2 && x < (WIDTH + 300)/2) || 		 
          (x == WIDTH/2 && y >= 350 - 200 && y < 350))							 
          {VGA_R, VGA_G, VGA_B} = 24'h000000;   
      else
          {VGA_R, VGA_G, VGA_B} = 24'hFFFFFF;   
  end
  else
      {VGA_R, VGA_G, VGA_B} = 24'hFFFFFF;   
  red = 8'hFF;
  green = 8'hFF;
  blue = 8'hFF;
end
endmodule
--- design/flow/run.sh ---
#!/bin/bash
# OpenROAD 26Q1-2900-gdf79404cd8, Yosys 0.63+post, stock flow scripts
make -C /OpenROAD-flow-scripts/flow DESIGN_CONFIG=/design/flow/config.mk WORK_HOME=/design/flow/orfs finish
==> impl_metrics.toml <==
# synthesis and place-and-route metrics
[outcome]
status = "complete, no violations"

[grt]
antenna_found_initial = 0
grt-ovfl-total = 0
grt_pass1_wl_um = 9130
grt_pass1_vias = 1960
grt_max_degree = 44
grtUsageTotal = 0.109

[worst_setup_path]
worst_setup_path_start_kind = "register"
critical_path_arrival_ns = 2.92
crit_type = "register to output port"
critPathMaxFanout = 24
cp_common_cell = "nor4b_1"
critPathMaxStageDelay_ns = 0.63
required_ns = 3.76
cp_cell_sequence = "inv_1, ha_1, nor4_1, nor4b_1, nor4b_1, o22a_1, clkdlybuf4s50_1"
cp-end-kind = "output port"
cpMaxStageDelayCell = "o22a_1"

[logic_synthesis]
yosys-stat-area_um2 = 2970
fa_ha_area_frac = 0.0379
ys.flop_type = "dfrtp_1"
ys_warn_count = 14
yosys_cells = 333
simple_gate_area_frac = 0.242
synth_area_um2 = 2970
aoi_share = 0.107
yosysUniqueCellTypes = 57
syn_area_per_cell_um2 = 8.92
synthXorXnorAreaFrac = 0.0442
top_logic_kind = "simple AND/OR/NAND/NOR gates"
edf_count = 0
ys_sh_mux = 0.0139
ys_seq_share = 0.363
numSynthFlops = 43
synthArstFlopShare = 1.00
synth_cells = 333

[clocking]
cts_buffer_depth = 2
cts_root_buf = "clkbuf_8"
cts_tree = "done"
clock_latency_ns = 0.28
htreeDepth = 2
post-cts-setup-buffers = 0
cts_buffers = 5
clock_sinks = 43
cts_hold_buf = 0
cts.repair.resized = 0
clk_pin_slew_ns = 0.08

[flow_run]
max_cap_violations = 0
warning_count = 44

[pwr]
ir_drop_mv = 0.115
internal-power_w = 0.000580
power.density_nw_per_um2 = 253
combPwrFrac = 0.126
p_seq_frac = 0.553
pwr-share-clk = 0.321
p_leak_nw = 1.37
swShare = 0.272
switching_power_w = 0.000217

[floorplan]
core_area_um2 = 9420
initCoreUtil = 0.316
dieWidth_um = 102
io_pins = 82
die-area_um2 = 10300
die_y_um = 102
rows = 35

[route]
dr_wl_met3_um = 247
drt-met1-wl_um = 2660
vias = 2117
drc_errors = 0
ant_nets = 0
vias_per_cell = 4.57
routed_wl_um = 5190
wl_met2_um = 2240
drtIter0Drc = 115
diodes = 0
wl_per_cell_um = 11.2
dr.pass1.iters = 4
highest_layer = "met4"

[cells_and_area]
final_area_um2 = 3160
area_growth_pct = 6.27
mostFrequentLayoutCell = "dfrtp_1"
drive_gt1_frac = 0.0719
mostFrequentLayoutCells = "42 x dfrtp_1, 40 x conb_1, 28 x nand2_1, 28 x clkdlybuf4s50_1, 17 x nor2_1"

[final_timing]
min_period_ns = 3.86
setup_tns_ns = 0
holdWs_ns = 0.406
max_slew_margin = 0.546
finalClockSkew_ns = 0.00272
rsz0062_at_grt = "false"
setup_violations = 0
hold_violations = 0
worst_pin_slew_ns = 0.679
finalCritPeriodShare = 0.822
finalMaxSlewViolations = 0
max_clock_freq_mhz = 259

[placement]
hpwl_um = 3570
port_buffers = 29
dpl_cell_area_um2 = 3050
place_congestion = 0.860

[min_path]
holdCritPathClass = "register to register"
-- cell families after synthesis --
logic type,count (synthesis)
compound gates,49
xor+xnor,15
fa+ha+maj,9
buf+inv,88
flops,43
mux,4
other cells,2
simple gates,123
-- registers in the layout, summed over array words and instances (netlist names) --
| signal | count |
|---|---|
| i | 16 |
| the_vga.xPixel | 10 |
| the_vga.yPixel | 10 |
| S | 6 |
| the_vga.vga_clk | 1 |
-- worst paths after layout --
path | startpoint | to | slack [ns] | depth (start not counted)
max | the_vga.xPixel[0] | VGA_G[0] | 0.84 | 7
min | S[0] | S[3] | 0.41 | 0
max reg2reg | the_vga.xPixel[1] | the_vga.yPixel[3] | 2.63 | 5
min reg2reg | S[0] | S[3] | 0.41 | 0
max in group asynchronous | KEY[0] | S[0] | 3.59 | 2
min in group asynchronous | KEY[0] | i[7] | 0.72 | 2
-- routing by layer --
layer	GRT usage	up-vias
met5	0	-
li1	-	1066
met4	0.0123	0
met1	0.174	987
met2	0.163	58
met3	0.0161	6
-- cell usage after synthesis, types with 3 or more instances --
master     n  area share
and3_1     4      0.0084
nor4_1    11       0.023
mux2i_1    3       0.010
nand4_1    6       0.013
and4b_1    3       0.010
o21ai_1    9       0.015
o21bai_1   3      0.0076
o21ai_0    5      0.0084
nor4b_1    4       0.012
ha_1       9       0.038
nand2_1   28       0.035
a21oi_1   10       0.017
or3_1      3      0.0063
nand3_1   13       0.022
nor3_1    12       0.020
xnor2_1   11       0.032
nor2b_1    4      0.0084
buf_4     62        0.16
clkbuf_1  11       0.014
inv_1     11       0.014
dfrtp_1   42        0.35
xor2_1     4       0.012
buf_2      3      0.0051
o31ai_1    4       0.010
nor2_1    17       0.021
-- power groups by stage --
stage	clock [W]	combinational [W]	sequential, W
finish	0.000256	0.000100	0.000441
global route	0.000286	0.000118	0.000449
CTS	0.000272	0.000102	0.000441
-- critical path: cells and delay by family, from the launching register on --
kind                     cells  cell delay [ns]
AND-OR/OR-AND                1             0.63
AND/OR/NAND/NOR              3             0.71
flip-flops                   1             0.43
buffers and inverters        2             0.68
adder cells (fa/ha/maj)      1             0.20
-- metrics by stage --
step	util	power [W]	cells	setup slack (ns)
after global routing	0.335	0.000853	463	0.537
final	0.335	0.000797	463	0.837
after global placement	0.324	0.000546	455	1.14
after floorplan	-	0.000540	371	1.79
after CTS	0.335	0.000815	463	0.757
after detailed placement	0.324	0.000549	455	1.10
-- final cells by class --
cell class                      instances  area (um^2)
Tap cell                              129          161
Multi-Input combinational cell        240         1470
Sequential cell                        43         1080
Fill cell                             974         6260
Clock buffer                            7         96.3
Inverter                               12         45.0
Clock inverter                          1         7.51
Timing Repair Buffer                   31          300
Power and IR drop assume default switching activity.
